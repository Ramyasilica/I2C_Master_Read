===== design.v =====
`timescale 1ns / 1ps
    module i2c_master_read (
    input  wire clk,
    input  wire rst,
    input  wire start,
    input  wire [6:0] slave_addr,
    input  wire sda,
    output reg  sda_oe,
    output reg  scl,
    output reg [7:0] data_out,
    output reg busy
);
    parameter IDLE  = 3'd0,
              START = 3'd1,
              ADDR  = 3'd2,
              ACK   = 3'd3,
              READ  = 3'd4,
              NACK  = 3'd5,
              STOP  = 3'd6;
    reg [2:0] state;
    reg [7:0] shift;
    reg [3:0] bit_cnt;
    reg stop_phase;
    reg [3:0] div;
    always @(posedge clk or posedge rst) begin
        if (rst) begin
            div <= 0;
            scl <= 1;
        end else begin
            div <= div + 1;
            if (div == 4'd1) begin
                scl <= ~scl;
                div <= 0;
            end
        end
    end
    reg scl_d;
    wire scl_rise;
    always @(posedge clk) scl_d <= scl;
    assign scl_rise = (scl == 1'b1 && scl_d == 1'b0);
    always @(posedge clk or posedge rst) begin
        if (rst) begin
            state      <= IDLE;
            sda_oe     <= 0;
            busy       <= 0;
            bit_cnt    <= 0;
            shift      <= 0;
            data_out   <= 0;
            stop_phase <= 0;
        end else begin
            case (state)
                IDLE: begin
                    busy   <= 0;
                    sda_oe <= 0;
                    if (start) begin
                        busy  <= 1;
                        state <= START;
                    end
                end
                START: begin
                    if (scl == 1) begin
                        sda_oe  <= 1;  
                        shift   <= {slave_addr, 1'b1};  
                        bit_cnt <= 7;
                        state   <= ADDR;
                    end
                end
                ADDR: begin
                    if (scl == 0)
                        sda_oe <= ~shift[bit_cnt];
                    if (scl_rise) begin
                        if (bit_cnt == 0)
                            state <= ACK;
                        else
                            bit_cnt <= bit_cnt - 1;
                    end
                end
                ACK: begin
                    sda_oe <= 0;  
                    if (scl_rise) begin
                        bit_cnt <= 7;
                        state   <= READ;
                    end
                end
                READ: begin
                    if (scl_rise) begin
                        data_out[bit_cnt] <= sda;
                        if (bit_cnt == 0)
                            state <= NACK;
                        else
                            bit_cnt <= bit_cnt - 1;
                    end
                end
                NACK: begin
                    sda_oe <= 0;  
                    if (scl_rise)
                        state <= STOP;
                end
                STOP: begin
                    busy <= 1;
                    if (!stop_phase) begin
                        if (scl == 0) begin
                            sda_oe     <= 1;  
                            stop_phase <= 1;
                        end
                    end
                    else begin
                        if (scl_rise) begin
                            sda_oe     <= 0;  
                            busy       <= 0;
                            stop_phase <= 0;
                            state      <= IDLE;
                        end
                    end
                end
            endcase
        end
    end
endmodule

===== run.sh =====
#!/bin/bash
# OpenROAD 26Q1-2900-gdf79404cd8, Yosys 0.63+post, stock flow scripts
make -C /OpenROAD-flow-scripts/flow DESIGN_CONFIG=/design/flow/config.mk WORK_HOME=/design/flow/orfs finish

===== config.mk =====
export PLATFORM = sky130hd
export DESIGN_NAME = i2c_master_read
export DESIGN_NICKNAME = i2c_master_read
export VERILOG_FILES = /design/flow/design.v
export SDC_FILE = /design/flow/constraint.sdc
export NUM_CORES = 4
export LEC_CHECK = 1
export CORE_UTILIZATION = 40

===== constraint.sdc =====
current_design i2c_master_read

set clk_period 2.4
set clk_io_pct 0.2

create_clock -name clk0 -period $clk_period [get_ports {clk}]

set non_clock_inputs [all_inputs -no_clocks]
set_input_delay [expr $clk_period * $clk_io_pct] -clock clk0 $non_clock_inputs
set_output_delay [expr $clk_period * $clk_io_pct] -clock clk0 [all_outputs]

==> results.toml <==
# generated from flow reports
[logic_synthesis]
synth_adder_area_share_pct = 2.97
synth-main-ff-cell = "sky130_fd_sc_hd__dfrtp_1"
yosys_warnings = 1
post-synth-top-area-fraction_pct = 49.0
ys_sh_xor_pct = 2.60
mappedNetlistArea_um2 = 1680
syn-instance-count = 146
synth.area.mux_share_pct = 12.0
yosys.stat.chipArea_um2 = 1680
synth-seq-cells = 36
synthTopLogicFamily = "simple AND/OR/NAND/NOR gates"
synth.largest_area_cell = "sky130_fd_sc_hd__dfrtp_1"
synthArstFlopShare_pct = 97.2
area_leaders = "sky130_fd_sc_hd__dfrtp_1 49%, sky130_fd_sc_hd__mux2_2 8.7%, sky130_fd_sc_hd__nand2_1 3.8%, sky130_fd_sc_hd__nand3_1 3.6%, sky130_fd_sc_hd__dfstp_2 3.1%"
ys_sh_aoi_pct = 10.5
yosys-stat-cells = 146
simple_gate_area_share_pct = 15.2
number_of_enable_type_register_cells_in_the_synthesized_netlist = 0
synth_cell_type_count = 38
postSynthSeqShare_pct = 53.3
synth_area_per_cell_um2 = 11.5

[sta]
timing_hold_violations_final = 0
final_period_minus_worst_setup_slack_ps = 2030
clock.fmax_ghz = 0.492
worst_slew_margin_pct = 69.0
report.final.slew_viol_count = 0
final.period_utilization_pct = 84.7
fin_skew_ps = 2.61
finalSetupViolCount = 0
setup_tns_ps = 0
rsz0062_at_grt = "no"
worst-slew-pin-transition_ps = 462
final_hold_slack_ps = 467

[clock_network]
clkLatencyLatePin_ps = 280
cts_setup_buffers = 0
clock_sinks = 36
post_cts_resize_count = 0
tritoncts.num_buffers = 5
ctsLongestPathBuffers = 2
cts_tree = "built"
cts_root_buffer = "sky130_fd_sc_hd__clkbuf_8"
hold_buffers = 0
clk_pin_slew_ps = 70
htree_num_levels = 2

[floorplan]
floorplan.io_pins = 22
core_um2 = 4030
standard_cell_rows = 23
chip_area_um2 = 4470
die_y_um = 66.9
floorplan.core_util_pct = 41.8
chipWidth_um = 66.9

[detailed_routing]
drcViolationCount = 0
wire_per_inst_um = 12.8
final_antenna_net_count = 0
detail_route.wirelength_um = 2860
num_vias = 1205
initialDrtViolationCount = 49
detail_route.vias_per_cell = 5.38
route.antenna.diode_count = 0
detailedRoute.firstPassIterationCount = 4

[global_routing]
grt_first_pass_wirelength_um = 5160
grt.overflow.total = 0
vias_in_the_first_global_route = 1150
grt_start_max_net_pins = 36
grt_antenna_before_repair = 0
grt.total_usage_pct = 15.7

[placed_design]
port_buffers = 21
hpwlAfterDp_um = 2060
gpl.final_weighted_congestion = 0.816

[layout]
layout-drive-gt1-share_pct = 16.1
lay_top_cells = "33 x sky130_fd_sc_hd__dfrtp_1, 21 x sky130_fd_sc_hd__clkdlybuf4s50_1, 17 x sky130_fd_sc_hd__nand2_1, 13 x sky130_fd_sc_hd__mux2_2, 12 x sky130_fd_sc_hd__nand3_1"
layout.cells.most_common = "sky130_fd_sc_hd__dfrtp_1"
postLayoutCoreUtil_pct = 50.5
flow.area_growth_from_synthesis_pct = 20.8

[worst_hold_path]
timing.hold.worst.class = "flop to flop"

[power]
ir_drop_v = 0.000315
power_density_nw_per_um2 = 554
power.leakage_uw = 0.000865

[worst_setup_path]
ff2ff_setup_slack_ps = 370
worstPathMaxFanout = 7
endpoint_class_of_the_critical_path = "flop"
startpoint_to_endpoint_class_of_the_critical_path = "flop to flop"
worstPathRequired_ps = 2570
worst_setup_path_start_kind = "flop"
worst-endpoint-arrival_ps = 2200

[outcome]
status = "finished clean"

[run]
timing.max_cap.violations = 0
tool_warnings = 28
synth_stat cells, drive strengths merged, types with 3 or more instances:
cell type  count
dfrtp         33
nand2         17
mux2          13
nand3         12
inv            8
o21ai          6
a21oi          4
ha             4
o2bb2ai        4
buf            3
nand2b         3
nor2           3
nor3           3
nor4           3
xnor2          3
cell type report:
class / count / area (µm²)
fillers: 370 / 1990
flip-flops and latches: 36 / 898
repair buffers: 23 / 225
well taps: 50 / 62.6
clock buffers: 8 / 90.1
inverters: 8 / 30.0
multi-input cells: 99 / 728
final timing paths:
kind | start | endpoint | cells past startpoint
setup reg to reg | bit_cnt[0]$_DFFE_PP0P_ | bit_cnt[3]$_DFFE_PP0P_ | 6
hold reg to reg | shift[0]$_DFFE_PP0P_ | shift[0]$_DFFE_PP0P_ | 1
max in group asynchronous | rst | state[0]$_DFF_PP1_ | 3
hold / removal | shift[0]$_DFFE_PP0P_ | shift[0]$_DFFE_PP0P_ | 1
min in group asynchronous | rst | shift[1]$_DFFE_PP0P_ | 3
setup / recovery | bit_cnt[0]$_DFFE_PP0P_ | bit_cnt[3]$_DFFE_PP0P_ | 6
registers in the layout, summed over array words and instances, names as in the netlist:
| register | count |
|---|---|
| bit_cnt | 4 |
| sda_oe | 1 |
| shift | 8 |
| scl | 1 |
| state | 7 |
| data_out | 8 |
| stop_phase | 1 |
| div | 4 |
| scl_d | 1 |
| busy | 1 |
kinds of logic after synthesis:
logic type,Yosys count
XOR/XNOR,5
buffers and inverters,11
multiplexers,16
adder cells (fa/ha/maj),4
AND-OR/OR-AND,25
AND/OR/NAND/NOR,49
flip-flops,36
through the flow:
stage	total power, µW	setup WS, ps	cells	cell area [µm²]
detailed placement	707	395	216	1940
floorplan	669	458	146	1680
finish	1130	368	224	2030
CTS	1140	373	224	2030
global route	1180	177	224	2030
global placement	705	472	216	1940
routing by layer:
layer / vias up / global-route usage, % / part of all wire [%]
met1: 574 / 26.3 / 48
met3: 7 / 3.99 / 6.1
li1: 586 / - / -
met5: - / 0 / 0
met4: 0 / 3.46 / 2.6
met2: 38 / 21.2 / 43
worst max-delay path, cell delays in order, from the launching register on:
cell and delay [ps]:
sky130_fd_sc_hd__dfrtp_1 450, sky130_fd_sc_hd__inv_1 210, sky130_fd_sc_hd__ha_1 290, sky130_fd_sc_hd__nor3b_2 220, sky130_fd_sc_hd__nor3_1 70, sky130_fd_sc_hd__o21ai_1 290
sky130_fd_sc_hd__mux2_2 370
report_power, final:
part	internal (µW)	leakage (µW)	switching, µW
sequential	624	0.000443	7.63
combinational	41.3	0.000377	21.6
clock	234	0.0000455	198
No activity file was given, so power comes from the tool's default toggle rates.
